[flow/constraint.sdc]
current_design top

set clk_period 4.3
set clk_io_pct 0.2

create_clock -name clk0 -period $clk_period [get_ports {clk}]

set non_clock_inputs [all_inputs -no_clocks]
set_input_delay [expr $clk_period * $clk_io_pct] -clock clk0 $non_clock_inputs
set_output_delay [expr $clk_period * $clk_io_pct] -clock clk0 [all_outputs]
[flow/design.v]
`timescale 1ns / 1ps
module ContadorConTrigger(
    input wire clk,          
    output reg trigger      
);
reg [32:0] contador1=0;         
parameter limitcount= 33'd8500000;  
parameter limittrig = 33'd3000;  
always @(posedge clk)
 begin
 if (contador1<limitcount)
 begin
    contador1<=contador1+1;
    if (contador1 < limittrig) 
	begin
        trigger <= 1'b1;
    end 
	else 
	begin
        trigger <= 1'b0;
    end
 end
else
begin
contador1<=0;
end
end
endmodule
module ContadorConEcho(
    input wire clk,            
    input wire echo,           
	input wire trigger,
    output reg [32:0] contador2=0  
);
always @(posedge clk) 
    begin
		if(echo==1)
			begin
				contador2=contador2+1;  
			end
		else if (trigger)
			begin 
				contador2=0;
			end
	end
endmodule
module Controlmotor(
    input clk,
    input wire [32:0] contador2,  
    input wire start,
    input wire color,
    output reg motor1in3, led1, motor1in4, motor2in2, motor2in1 
);
parameter L1=33'd304500;   
always @(posedge clk)  
begin
	if ((contador2>L1) && (start==1'b1))
		  begin
		  if (color==1)
			begin
				motor1in3 <= 1'b1;   
				motor1in4 <= 1'b0;   
				motor2in1 <= 1'b1;   
				motor2in2 <= 1'b0;   
				led1 <= 1'b1;
			end
          if (color==0)
			begin
				motor1in3 <= 1'b0;   
				motor1in4 <= 1'b1;   
				motor2in1 <= 1'b1;   
				motor2in2 <= 1'b0;   
				led1 <= 1'b0;
			end
	      end
	 if ((contador2<L1) && (start==1'b1))
	       if (color==1)
	       begin
				motor1in3 <= 1'b1;   
				motor1in4 <= 1'b0;   
				motor2in1 <= 1'b0;   
				motor2in2 <= 1'b1;   
				led1 <= 1'b1;
			end
	       if (color==0)
	       begin
				motor1in3 <= 1'b1;   
				motor1in4 <= 1'b0;   
				motor2in1 <= 1'b0;   
				motor2in2 <= 1'b1;   
				led1 <= 1'b1;
			end		
	if (start==0)
	       begin
				motor1in3 <= 1'b0;   
				motor1in4 <= 1'b0;   
				motor2in1 <= 1'b0;   
				motor2in2 <= 1'b0;   
				led1 <= 1'b1;
			end   
end	
endmodule
module top(
  input clk,
  input echo,
  input color,
  input start,
  output trig,
  output motor1in3,
  output led1,
  output motor1in4,
  output motor2in1,
  output motor2in2
);
  wire [32:0] s0;  
  ContadorConTrigger ContadorConTrigger_i0 (
    .clk( clk ),
    .trigger( trig )
  );
  ContadorConEcho ContadorConEcho_i1 (
    .clk( clk ),
    .echo( echo ),
	.trigger( trig ),
    .contador2( s0 )
  );
  Controlmotor Controlmotor_i2 (
    .clk( clk ),
    .contador2( s0 ),
    .color ( color ),
    .start( start ),
    .motor1in3( motor1in3 ),
    .led1( led1 ),
	.motor1in4( motor1in4 ),
	.motor2in1( motor2in1 ),
	.motor2in2( motor2in2 )
  );
endmodule
[flow/config.mk]
export PLATFORM = sky130hd
export DESIGN_NAME = top
export DESIGN_NICKNAME = top
export VERILOG_FILES = /design/flow/design.v
export SDC_FILE = /design/flow/constraint.sdc
export NUM_CORES = 4
export LEC_CHECK = 1
export CORE_UTILIZATION = 30
[flow/run.sh]
#!/bin/bash
# OpenROAD 26Q1-2900-gdf79404cd8, Yosys 0.63+post, stock flow scripts
make -C /OpenROAD-flow-scripts/flow DESIGN_CONFIG=/design/flow/config.mk WORK_HOME=/design/flow/orfs finish
==> summary.json <==
{
  "reg2reg_from": {"value": "ContadorConEcho_i1.contador2[14]"},
  "log.warning_count": {"value": 26},
  "areaGrowthSynthToFinish": {"value": 14.4, "unit": "%"},
  "die.size.y": {"value": 110, "unit": "um"},
  "fp-utilization": {"value": 30.8, "unit": "%"},
  "ys_async_sr_fraction": {"value": 0, "unit": "%"},
  "worstSetupEndpointType": {"value": "flop"},
  "worst_path_largest_cell_delay": {"value": 0.72, "unit": "ns"},
  "antenna_found_initial": {"value": 0},
  "final_count_of_negative_setup_slack_endpoints": {"value": 0},
  "run_status": {"value": "completed"},
  "cts-hold-fix-buffers": {"value": 0},
  "grt_pass1_vias": {"value": 2424},
  "avgSynthCellArea": {"value": 9.74, "unit": "um^2"},
  "pin_count_of_the_biggest_net_entering_global_routing": {"value": 34},
  "path_max_fanout": {"value": 20},
  "fin_setup_tns": {"value": 0, "unit": "ns"},
  "criticalPathCategory": {"value": "reg -> reg"},
  "total_leakage_power": {"value": 1.31, "unit": "nW"},
  "synth_flops": {"value": 70},
  "tritoncts_clock_tree": {"value": "yes"},
  "drc": {"value": 0},
  "detailedPlacementHpwl": {"value": 4090, "unit": "um"},
  "wire_length_of_the_first_global_routing_pass": {"value": 11300, "unit": "um"},
  "dr_total_vias": {"value": 2654},
  "timing.critical_path.arrival": {"value": 2.64, "unit": "ns"},
  "clkSlewWorstSetupHoldPaths": {"value": 0.06, "unit": "ns"},
  "enable_flop_cells": {"value": 34},
  "port_buffer_count": {"value": 7},
  "crit_start": {"value": "ContadorConEcho_i1.contador2[14]"},
  "finalClockPeriodUsage": {"value": 57.2, "unit": "%"},
  "overall_die_width": {"value": 110, "unit": "um"},
  "final_cell_mix": {"value": "dfxtp_1, edfxtp_1, nor2_1, a21oi_1, o21ai_0"},
  "place_congestion": {"value": 0.797},
  "maxSlewHeadroom": {"value": 42.5, "unit": "%"},
  "holdCritPathClass": {"value": "reg -> reg"},
  "vdd_ir_drop_max": {"value": 0.000274, "unit": "V"},
  "cts.repair.resized": {"value": 0},
  "synth-main-ff-cell": {"value": "dfxtp_1"},
  "yosys-stat-cells": {"value": 361},
  "mostFrequentLayoutCell": {"value": "dfxtp_1"},
  "detail_route.wl_per_cell": {"value": 12.4, "unit": "um"},
  "cts_made_buffers": {"value": 9},
  "timing_max_transition_violations_final": {"value": 0},
  "postSynthCellCount": {"value": 361},
  "synth.lib_cells_used.distinct": {"value": 50},
  "period_needed": {"value": 2.46, "unit": "ns"},
  "tightestPinTransition": {"value": 0.862, "unit": "ns"},
  "detail-route-antenna-nets": {"value": 0},
  "floorplan.io_pins": {"value": 10},
  "route.final.wire_length": {"value": 6470, "unit": "um"},
  "yosys.stat.seqShare": {"value": 49.5, "unit": "%"},
  "cp_cell_sequence": {"value": "and4_1 > nand4_1 > or4_1 > a21oi_1"},
  "mappedNetlistArea": {"value": 3520, "unit": "um^2"},
  "flop_area": {"value": 1740, "unit": "um^2"},
  "rsz0062_at_grt": {"value": "false"},
  "critPathLaunchType": {"value": "flop"},
  "globalRoute.totalOverflow": {"value": 0},
  "floorplan.die_area": {"value": 12200, "unit": "um^2"},
  "layout.area.comb": {"value": 1620, "unit": "um^2"},
  "timing.critical_path.max_delay_family": {"value": "simple AND/OR/NAND/NOR gates"},
  "clockRootBuffer": {"value": "clkbuf_16"},
  "drt_iter0_drc": {"value": 159},
  "cp_num_buf_inv": {"value": 0},
  "finalClockSkew": {"value": 0.00771, "unit": "ns"},
  "cp_data_required_time": {"value": 4.48, "unit": "ns"},
  "post_drt_via_cell_ratio": {"value": 5.10},
  "gr-usage-all-layers": {"value": 12.0, "unit": "%"},
  "worst_hold_startpoint": {"value": "ContadorConTrigger_i0.contador1[0]"},
  "final_core_utilization": {"value": 35.2, "unit": "%"},
  "hold_viol_final": {"value": 0},
  "highest_clock_rate": {"value": 0.407, "unit": "GHz"},
  "h-tree-depth": {"value": 3},
  "clock_latency": {"value": 0.33, "unit": "ns"},
  "final_cell_area": {"value": 4020, "unit": "um^2"},
  "cts_sinks": {"value": 70},
  "drt_pre_antenna_iters": {"value": 4},
  "n_antenna_cell": {"value": 0},
  "cts_max_path_buffers": {"value": 2},
  "power_density_cells": {"value": 394, "unit": "nW/um^2"},
  "yosys_warnings": {"value": 3},
  "layout-drive-gt1-share": {"value": 6.10, "unit": "%"},
  "max_cap_violation_count": {"value": 0},
  "design_power_total": {"value": 1.58, "unit": "mW"},
  "placeableCoreArea": {"value": 11400, "unit": "um^2"},
  "crit_slowest_cell": {"value": "or4_1"},
  "std_cell_rows": {"value": 39},
  "yosys_area": {"value": 3520, "unit": "um^2"},
  "cts_setup_buffers": {"value": 0},
  "placed_cell_area": {"value": 3670, "unit": "um^2"},
  "final.hold.worst_slack": {"value": 0.460, "unit": "ns"},
  "fillCellCount": {"value": 1130}
}
==> metal layers <==
metal,part of all wire (%),GRT usage [%],wire length [um],vias to the layer above
li1,-,-,-,1372
met1,52,18.7,3380,1235
met2,42,17.7,2700,36
met3,4.3,2.94,275,11
met4,1.7,1.79,108,0
met5,0,0,0,-
==> worst paths after layout <==
kind | end | slack [ns] | cells after the start
setup reg to reg | ContadorConEcho_i1.contador2[32] | 1.84 | 4
setup / recovery | ContadorConEcho_i1.contador2[32] | 1.84 | 4
hold / removal | ContadorConTrigger_i0.contador1[0] | 0.46 | 1
hold reg to reg | ContadorConTrigger_i0.contador1[0] | 0.46 | 1
==> report_power, final <==
group	switching (mW)	leakage, nW	internal, mW
logic	0.0141	0.430	0.0118
clock network	0.270	0.173	0.578
registers	0.00629	0.705	0.704
total	0.291	1.31	1.29
==> cell usage after synthesis, types with 3 or more instances <==
cell type / instances / share of area, %
nand4_1: 12 / 2.1
xor2_1: 10 / 2.5
and3_1: 3 / 0.53
ha_1: 3 / 1.1
clkbuf_8: 3 / 1.2
nor3_1: 10 / 1.4
nand2b_1: 4 / 0.71
dfxtp_1: 36 / 20
o311ai_0: 4 / 1.0
and4_1: 5 / 1.2
or3_1: 18 / 3.2
nor4_1: 11 / 2.0
o31ai_1: 6 / 1.3
or4_1: 9 / 1.9
nor2_1: 33 / 3.5
a21oi_1: 26 / 3.7
clkbuf_1: 7 / 0.75
inv_1: 15 / 1.6
nand3_1: 20 / 2.8
o21ai_0: 21 / 3.0
edfxtp_1: 34 / 29
xnor2_1: 14 / 3.5
o41ai_1: 5 / 1.2
nand2_1: 19 / 2.0
==> state kept, by name, indices dropped and copies added (netlist names) <==
| register | count |
|---|---|
| ContadorConTrigger_i0.contador1 | 33 |
| ContadorConEcho_i1.contador2 | 33 |
| ContadorConTrigger_i0.trigger | 1 |
| Controlmotor_i2.motor2in2 | 1 |
| Controlmotor_i2.motor1in3 | 1 |
| Controlmotor_i2.motor2in1 | 1 |
==> worst register-to-register path, stage by stage (launching register included) <==
cell      delay, ns
edfxtp_1       0.45
and4_1         0.34
nand4_1        0.64
or4_1          0.73
a21oi_1        0.16
==> cell families (layout without fill, tap and decap cells) <==
logic type                 after synthesis  in the layout  share of synthesized area, %
adders and majority gates                3              3                          1.07
xor gates and xnor gates                24             24                          5.98
and+or+nand+nor                        157            157                          24.8
DFF                                     70             70                          49.5
other                                    2             11                         0.214
buffers and inverters                   32             39                          5.37
AOI/OAI and AO/OA                       73             73                          13.0
==> final cells by class <==
class	count	share of cell area, %
repair buffers	7	1.74
well taps	143	4.45
clock buffers	12	6.94
flip-flops and latches	70	43.3
inverters	16	1.49
multi-input cells	268	40.2
clock inverters	4	1.84
==> per-stage QoR <==
stage / setup slack [ns] / instances
detailed placement: 1.63 / 504
floorplan: 2.30 / 370
global route: 1.62 / 520
finish: 1.84 / 520
global placement: 1.67 / 504
CTS: 1.88 / 520
Power and IR drop assume default switching activity.
